File: flow/run.sh
#!/bin/bash
# OpenROAD 26Q1-2900-gdf79404cd8, Yosys 0.63+post, stock flow scripts
make -C /OpenROAD-flow-scripts/flow DESIGN_CONFIG=/design/flow/config.mk WORK_HOME=/design/flow/orfs finish
File: flow/config.mk
export PLATFORM = sky130hd
export DESIGN_NAME = RSA_alarm
export DESIGN_NICKNAME = RSA_alarm
export VERILOG_FILES = /design/flow/design.v
export SDC_FILE = /design/flow/constraint.sdc
export NUM_CORES = 4
export LEC_CHECK = 1
export CORE_UTILIZATION = 50
File: flow/constraint.sdc
current_design RSA_alarm

set clk_period 3.4
set clk_io_pct 0.2

create_clock -name clk0 -period $clk_period [get_ports {clk}]

set non_clock_inputs [all_inputs -no_clocks]
set_input_delay [expr $clk_period * $clk_io_pct] -clock clk0 $non_clock_inputs
set_output_delay [expr $clk_period * $clk_io_pct] -clock clk0 [all_outputs]
File: flow/design.v
`timescale 1ns / 1ps
module RSA_alarm(
    input clk,
    input reset,
    input [7:0] base,
    output danger,
    output reg [3:0] counter
    );
    reg [7:0] s[0:5];
    reg halt;
    assign hit = {s[0], s[1], s[2], s[3], s[4], s[5]} == "ATATGC" && base == "G";
    assign danger = halt || hit;
    always @(posedge clk, posedge reset) begin
        if (reset) begin
            s[0] <= 0;
            s[1] <= 0;
            s[2] <= 0;
            s[3] <= 0;
            s[4] <= 0;
            s[5] <= 0;
            halt <= 0;
            counter <= 0;
        end else if (halt) begin
            s[0] <= s[0];
            s[1] <= s[1];
            s[2] <= s[2];
            s[3] <= s[3];
            s[4] <= s[4];
            s[5] <= s[5];
            halt <= halt;
            counter <= counter;
        end else begin
            s[0] <= s[1];
            s[1] <= s[2];
            s[2] <= s[3];
            s[3] <= s[4];
            s[4] <= s[5];
            s[5] <= base;
            halt <= counter == 6 && hit;
            counter <= hit ? counter + 1 : counter;
        end
    end
endmodule
==> results.toml <==
# synthesis and place-and-route metrics
[run_status]
run_status = "finished clean"

[logic_synthesis]
synth.ff_latch_count = 53
synth_async_sr_flop_share = 1.00
synth-area-yosys_sq_um = 2300
post_synth_xor_area_fraction = 0.0114
synth_cells = 147
synthMuxAreaShare = 0.239
logic_family = "multiplexers"
postSynth.topFlopCell = "dfrtp_1"
synth.yosys.num_cells = 147
avgSynthCellArea_sq_um = 15.6
yosysTopAreaCell = "dfrtp_1"
synth.cellmix.compoundShare = 0.00707
yosys_warnings = 3
yosys-top-cells-area = "dfrtp_1 (58%), mux2_2 (24%), and4bb_1 (2.2%), nor4b_2 (2.0%), nor4_2 (1.6%)"
area_fraction_in_and_or_nand_and_nor_cells = 0.138
synth_cell_type_count = 27
post_synth_edffs = 0
synth_adder_area_share = 0.0109
synthDominantCellAreaShare = 0.577
syn-cell-area_sq_um = 2300
synth-seq-area-share = 0.577

[worst_setup_path]
worstSetupPathType = "in2out"
sort_of_element_at_the_start_of_the_critical_path = "input pin"
cp_max_fo = 4
worst-endpoint-arrival_ns = 2.48
crit_required_ns = 2.72
count_of_cells_along_the_worst_register_to_register_path = 4
cp-end-kind = "primary output"

[global_route]
grt_first_pass_wirelength_um = 6430
grt_start_max_net_pins = 53
grt_pass1_vias = 1289
antenna_violations_before_repair = 0
grt_overflow_total = 0
grtUsageTotal = 0.173

[final_timing]
hold_viol_final = 0
max_freq_mhz = 316
tns_ns = 0
final-max-slew-violation-count = 0
timing_worst_slew_pin_value_ns = 0.634
maxSlewHeadroom = 0.578
timing.final.setup_violations = 0
post-route-min-period_ns = 3.16
share_of_the_cycle_needed_by_the_critical_path_after_routing = 0.930
finClkSkew_ns = 0.00270
rsz_0062_raised_after_global_routing = "false"

[cts]
cts.clk_slew.worst_paths_ns = 0.08
clock_latency_ns = 0.29
library_cell_used_as_clock_root_buffer = "clkbuf_8"
cts_tree = "done"
cts_setup_buffers = 0
post_cts_hold_buffer_count = 0
cts.htree.levels = 2
cts.path.max_buffers = 2
cts_resized = 0
clkSinkCount = 53
cts_made_buffers = 5

[flow_run]
log_warnings = 27
max_cap_viol_count = 0

[pwr]
power_density_nw_per_um2 = 438
p_leak_nw = 1.10
peakVddDrop_mv = 0.277

[detailed_routing]
drt_first_iter_violations = 37
route.antenna.diode_count = 0
finalWirelength_um = 3570
drcViolationCount = 0
ant_nets = 0
via_count = 1214
route.detailed.wl_per_inst_um = 16.5
vias_per_cell = 5.59
tritonroute_pass_1_iters = 4

[floorplan]
die_width_um = 69.8
floorplan.die_area_sq_um = 4870
floorplanUtilization = 0.525
io-pin-count = 15
floorplan.core_area_sq_um = 4380
placementRows = 24
die.size.y_um = 69.8

[layout]
drive_gt1_frac = 0.436
syn2layout_area_growth_pct = 13.3
final_cells = 217
fill_cells = 340

[min_path]
min_delay_path_depth = 1
min-delay-path-class = "reg2reg"

[placed_design]
hpwlAfterDp_um = 2560
placement.io_buffers = 14
dpl.cell_count = 210
finalWeightedCongestion = 0.768
where the power goes:
group | internal, mW | switching, mW | leakage (nW)
combinational | 0.0375 | 0.0249 | 0.431
clock | 0.214 | 0.184 | 0.0540
sequential | 0.659 | 0.0230 | 0.617
cells in the mapped netlist, types with 2 or more instances:
cell      instances
clkbuf_1          3
xor2_1            2
ha_1              2
nor4_2            3
and4b_1           2
dfrtp_1          53
nand4_2           2
mux2_2           48
nor4b_2           3
nor2_1            3
buf_2             3
nand2_1           2
nor4_1            2
and4bb_1          4
inv_1             3
cell type report:
| cell class | instances | area, sq um | share of cell area |
|---|---|---|---|
| clock buffer | 5 | 68.8 | 0.0264 |
| timing repair buffer | 17 | 163 | 0.0624 |
| multi-input combinational | 85 | 936 | 0.359 |
| tap | 52 | 65.1 | 0.0250 |
| sequential | 53 | 1330 | 0.509 |
| inverter | 3 | 11.3 | 0.00432 |
| clock inverter | 2 | 35.0 | 0.0134 |
placed cells by master, fill, tap and decap left out, drive strengths merged:
cell	instances
clkdlybuf4s50	14
nand3	1
mux2i	1
nand4b	1
and4b	2
and4bb	5
inv	3
nand3b	1
nand2	2
nor2	3
nor4	6
clkbuf	5
nor4b	4
a31o	1
nand4	3
clkinv	1
buf	3
bufinv	1
dfrtp	53
and4	1
xnor2	1
xor2	2
ha	2
a21o	1
mux2	48
critical path: stages:
cell,delay [ns]
clkdlybuf4s50_1,0.45
nor4b_4,0.31
nand4_2,0.24
nor2_1,0.22
a21o_1,0.14
clkdlybuf4s50_1,0.44
flip-flops by register name, indices dropped and copies added (netlist names):
name and cells:
s 48, counter 4, halt 1
logic make-up after synthesis:
group,Yosys count
flops,53
compound gates,2
buf+inv,9
xor+xnor,3
simple gates,29
fa+ha+maj,2
mux,49
metrics by stage:
stage | hold WS (ns) | area, sq um | setup WS (ns) | power [mW] | utilization
after floorplan | 0.442 | 2300 | 1.34 | 0.729 | -
after global placement | 0.479 | 2500 | 0.280 | 0.756 | 0.571
after detailed placement | 0.483 | 2500 | 0.246 | 0.759 | 0.571
after CTS | 0.498 | 2610 | 0.235 | 1.16 | 0.594
after global routing | 0.515 | 2610 | 0.106 | 1.19 | 0.594
final | 0.499 | 2610 | 0.238 | 1.14 | 0.594
path summary, 6_finish.rpt:
path,slack (ns),start,endpoint
worst max-delay path,0.24,base[5],danger
worst min-delay path,0.50,counter[3]$_DFFE_PP0P_,counter[3]$_DFFE_PP0P_
worst max register to register,1.68,s[4][3]$_DFFE_PP0N_,counter[3]$_DFFE_PP0P_
worst min register to register,0.50,counter[3]$_DFFE_PP0P_,counter[3]$_DFFE_PP0P_
max in group asynchronous,2.16,reset,halt$_DFF_PP0_
min in group asynchronous,0.65,reset,s[4][0]$_DFFE_PP0N_
metal layers:
metal	routed length, um	track usage
met1	1760	0.289
met2	1660	0.262
met3	100	0.0324
met4	57	0.0200
met5	0	0
No activity file was given, so power comes from the tool's default toggle rates.
